--- flow/run.sh ---
#!/bin/bash
# OpenROAD 26Q1-2900-gdf79404cd8, Yosys 0.63+post, stock flow scripts
make -C /OpenROAD-flow-scripts/flow DESIGN_CONFIG=/design/flow/config.mk WORK_HOME=/design/flow/orfs finish
--- flow/config.mk ---
export PLATFORM = sky130hd
export DESIGN_NAME = mem_unq1
export DESIGN_NICKNAME = mem_unq1
export VERILOG_FILES = /design/flow/design.v
export SDC_FILE = /design/flow/constraint.sdc
export NUM_CORES = 4
export LEC_CHECK = 1
export CORE_UTILIZATION = 50
export SYNTH_MEMORY_MAX_BITS = 65536
--- flow/constraint.sdc ---
current_design mem_unq1

set clk_period 65.6
set clk_io_pct 0.2

create_clock -name clk0 -period $clk_period [get_ports {clk}]

set non_clock_inputs [all_inputs -no_clocks]
set_input_delay [expr $clk_period * $clk_io_pct] -clock clk0 $non_clock_inputs
set_output_delay [expr $clk_period * $clk_io_pct] -clock clk0 [all_outputs]
--- flow/design.v ---
module mem_unq1 (
data_out, data_in,clk,cen,wen,addr
);
output [15:0] data_out;
input [15:0] data_in;
input clk;
input cen;
input wen;
input [8:0] addr;
wire clk_d;
assign #0.1 clk_d = clk;
sram_512w_16b mem_inst(
.Q(data_out), 
.CLK(clk),
.CEN(~cen), 
.WEN(~wen), 
.A(addr), 
.D(data_in), 
.EMA(3'd0), 
.EMAW(2'd0), 
.EMAS(1'b0), 
.TEN(1'b1),
.BEN(1'b1),
.RET1N(1'b1),
.STOV(1'b0));
endmodule
module sram_512w_16b (Q, CLK, CEN, WEN, A, D, EMA, EMAW, EMAS, TEN, BEN, RET1N, STOV);
   output reg [15:0] Q;
   input        CLK;
   input        CEN;
   input        WEN;
   input [8:0]  A;
   input [15:0] D;
   input [2:0]  EMA;
   input [1:0]  EMAW;
   input        EMAS;
   input        TEN;
   input        BEN;
   input        RET1N;
   input        STOV;
   reg [15:0]   data_array [0:511];
   always @(posedge CLK) begin
      if (| {EMA, EMAW, EMAS, TEN, BEN, RET1N, STOV}) begin
         if (CEN == 1'b0) begin                   
            Q = data_array[A];
            if (WEN == 1'b0) data_array[A] = D;   
         end
      end
   end
endmodule
==> qor.yml <==
setup_path:
  crit_type: "input port to register"
  start_kind: "input port"
  startpoint: "addr[0]"
  reg2reg_slack_ns: 61.41
  arrival_ns: 23.15
  critPathMaxFanout: 64
  rr_startpoint: "mem_inst.data_array[278][15]"
  worstPathRequired_ns: 66.48
  cp-end-kind: "register"
sta:
  period_minus_slack_ns: 22.26
  relSlewSlack: 0.121
  timing.final.crit_share: 0.339
  finalSetupViolations: 0
  tightest_slew_ns: 1.30
  max_freq_mhz: 44.9
  rsz0062_at_grt: "false"
  whs_ns: 0.945
  final-hold-violation-count: 0
  slew_viol_final: 0
  fin_tns_setup_ns: 0
  skew_ns: 0.0875
clocking:
  cts_sinks: 8208
  cts_resized: 0
  clock_latency_ns: 1.16
  cts_tree: "done"
  cts_setup_buffers: 0
  htreeDepth: 6
  numCtsBuffers: 817
  hold_buffers: 0
  clk_pin_slew_worst_paths_ns: 0.06
  cts_root_buffer: "clkbuf_16"
  cts_buffer_depth: 4
yosys:
  numSynthFlops: 8208
  synth-area-yosys_um2: 315000
  ys_seq_share: 0.782
  syn-cell-area_um2: 315000
  syn_avg_cell_area_um2: 21.2
  ys_warn_count: 1
  yosys-stat-cells: 14800
  synthCells: 14800
  async_reset_ff_frac: 0
  synth_cell_types: 58
  synth-edff-count: 8208
  ff_type: "edfxtp_1"
detailed_routing:
  drt-vias-per-instance: 6.18
  top_layer: "met5"
  vias: 155000
  drc: 0
  ant_nets: 0
  post_drt_wl_per_cell_um: 34.9
  drt-total-wl_mm: 873
  first_pass_iters: 8
  wl_met3_mm: 165
  wl_met2_mm: 397
  drtIter0Drc: 11100
  wl_met1_mm: 267
grt:
  antenna_found_initial: 62
  grt.total_usage: 0.313
  overflow: 0
  grt_max_degree: 143
  grt_pass1_vias: 167000
  grt_pass1_wl_mm: 1230
min_path:
  hold_class: "register to register"
  worstHoldStart: "mem_inst.data_array[362][13]"
die:
  die_y_um: 796
  ios: 44
  core-area_um2: 628000
  fp.dieW_um: 796
  placementRows: 291
  die_area_um2: 634000
  fp_util: 0.502
finish:
  drive_above_1_share: 0.238
  fillers: 45400
  area_growth_pct: 13.2
  final_common_cell: "edfxtp_1"
  finish.utilization: 0.568
  fin_cells: 25100
  register_area_um2: 246000
  lay_top_cells: "edfxtp_1 (8,208), mux4_2 (1,605), mux2i_1 (1,199)"
  logic_area_um2: 65100
placed_design:
  portBuffers: 43
  place_inst: 23500
  routabilityCongestion: 0.941
  hpwl_mm: 533
pwr:
  powerDensity_nw_per_um2: 30.1
  p_leak_nw: 114
  ir_drop_mv: 0.0297
run_status:
  status: "finished clean"
run:
  openroad.warnings: 38
  maxCapViolCount: 0
==> cells in the mapped netlist, types with 9 or more instances <==
master / count / share of area
o2111ai_1: 28 / 0.00078
o21ai_0: 132 / 0.0021
a21oi_1: 131 / 0.0021
nand3_1: 189 / 0.0030
clkbuf_1: 453 / 0.0054
buf_2: 232 / 0.0037
o41ai_1: 24 / 0.00067
mux4_2: 1605 / 0.11
a32oi_1: 20 / 0.00056
nand4b_1: 15 / 0.00042
nor2b_1: 15 / 0.00030
and2_1: 9 / 0.00018
nand4_1: 193 / 0.0038
buf_6: 37 / 0.0013
and3_1: 72 / 0.0014
a22o_1: 32 / 0.00089
a31oi_1: 17 / 0.00034
buf_4: 93 / 0.0022
a41oi_1: 14 / 0.00039
o31ai_1: 18 / 0.00043
buf_1: 91 / 0.0011
a221oi_1: 17 / 0.00047
nor2_1: 592 / 0.0070
nand2_1: 397 / 0.0047
nor4_1: 34 / 0.00067
edfxtp_1: 8208 / 0.78
nor3_1: 85 / 0.0013
or4b_1: 12 / 0.00038
mux2i_1: 1200 / 0.038
a22oi_1: 314 / 0.0075
a211oi_1: 12 / 0.00029
nand2b_1: 11 / 0.00022
mux2_2: 40 / 0.0014
o22ai_1: 400 / 0.0079
and4_1: 17 / 0.00047
or4_1: 27 / 0.00064
==> worst max-delay path, cell delays in order <==
cell and delay, ns:
buf_16 0.31, buf_4 0.58, buf_4 0.62, buf_4 0.63, buf_4 0.65, buf_4 0.69, buf_4 0.67, buf_4 0.65
buf_4 0.67, buf_4 0.71, buf_4 0.71, mux2i_1 0.27, o22ai_1 0.12, nor3_1 0.42, nand4_1 0.14, o21ai_0 0.61
buf_4 0.25, o2111ai_1 0.42, or4_1 0.59
==> final cells by class <==
cell class	instances	share of cell area
inverter	9	0.000130
sequential	8208	0.691
multi-input combinational	5723	0.182
clock buffer	1051	0.0605
clock inverter	435	0.0107
timing repair buffer	1160	0.0254
tap	8350	0.0293
antenna	126	0.000884
==> metrics by stage <==
stage / instance area (um^2) / setup slack (ns) / total power [mW]
after floorplan: 315000 / 49.02 / 6.13
after global placement: 331000 / 41.98 / 6.37
after detailed placement: 331000 / 41.94 / 6.37
after CTS: 356000 / 43.20 / 10.8
after global routing: 357000 / 42.57 / 11.0
final: 357000 / 43.34 / 10.7
==> kinds of logic after synthesis <==
kind of cell | count (synthesis) | synth area share
DFF | 8208 | 0.782
muxes | 2845 | 0.154
and+or+nand+nor | 1692 | 0.0253
AOI/OAI and AO/OA | 1186 | 0.0251
buffers and inverters | 915 | 0.0138
==> routing by layer <==
layer,global-route usage,vias up
met5,0.0220,-
met3,0.253,1565
met2,0.425,9984
met4,0.111,69
li1,-,64700
met1,0.400,78500
==> path summary, 6_finish.rpt <==
| kind | to | cells after the start |
|---|---|---|
| worst min-delay path | mem_inst.Q[13] | 6 |
| worst min register to register | mem_inst.Q[13] | 6 |
| worst max register to register | mem_inst.Q[15] | 7 |
| worst max-delay path | mem_inst.Q[2] | 19 |
==> sequential cells by signal (all words and copies together) (netlist names) <==
register,flops
mem_inst.Q,16
mem_inst.data_array,8192
==> where the power goes <==
part | total, mW | leakage, nW | internal (mW) | switching, mW
sequential | 5.78 | 73.8 | 5.77 | 0.00745
clock | 4.47 | 12.3 | 2.50 | 1.96
combinational | 0.480 | 28.4 | 0.156 | 0.324
total | 10.7 | 114 | 8.44 | 2.29
Power and IR drop assume default switching activity.
