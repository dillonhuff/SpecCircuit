File: /design/flow/config.mk
export PLATFORM = sky130hd
export DESIGN_NAME = sb_unq2
export DESIGN_NICKNAME = sb_unq2
export VERILOG_FILES = /design/flow/design.v
export SDC_FILE = /design/flow/constraint.sdc
export NUM_CORES = 4
export LEC_CHECK = 1
export CORE_UTILIZATION = 30
File: /design/flow/constraint.sdc
current_design sb_unq2

set clk_period 6.0
set clk_io_pct 0.2

create_clock -name clk0 -period $clk_period [get_ports {clk}]

set non_clock_inputs [all_inputs -no_clocks]
set_input_delay [expr $clk_period * $clk_io_pct] -clock clk0 $non_clock_inputs
set_output_delay [expr $clk_period * $clk_io_pct] -clock clk0 [all_outputs]
File: /design/flow/design.v
module sb_unq2 (
clk, clk_en, reset, 
pe_output_0,
out_0_0,
in_0_0,
out_0_1,
in_0_1,
out_0_2,
in_0_2,
out_0_3,
in_0_3,
out_0_4,
in_0_4,
out_1_0,
in_1_0,
out_1_1,
in_1_1,
out_1_2,
in_1_2,
out_1_3,
in_1_3,
out_1_4,
in_1_4,
out_2_0,
in_2_0,
out_2_1,
in_2_1,
out_2_2,
in_2_2,
out_2_3,
in_2_3,
out_2_4,
in_2_4,
out_3_0,
in_3_0,
out_3_1,
in_3_1,
out_3_2,
in_3_2,
out_3_3,
in_3_3,
out_3_4,
in_3_4,
config_addr,
config_data,
config_en,
read_data
);
  input  clk;
  input  clk_en;
  input  reset;
  input  config_en;
  input [31:0] config_data;
  input [31:0] config_addr;
  input [0:0] pe_output_0;
  output [0:0] out_0_0;
  input [0:0] in_0_0;
  output [0:0] out_0_1;
  input [0:0] in_0_1;
  output [0:0] out_0_2;
  input [0:0] in_0_2;
  output [0:0] out_0_3;
  input [0:0] in_0_3;
  output [0:0] out_0_4;
  input [0:0] in_0_4;
  output [0:0] out_1_0;
  input [0:0] in_1_0;
  output [0:0] out_1_1;
  input [0:0] in_1_1;
  output [0:0] out_1_2;
  input [0:0] in_1_2;
  output [0:0] out_1_3;
  input [0:0] in_1_3;
  output [0:0] out_1_4;
  input [0:0] in_1_4;
  output [0:0] out_2_0;
  input [0:0] in_2_0;
  output [0:0] out_2_1;
  input [0:0] in_2_1;
  output [0:0] out_2_2;
  input [0:0] in_2_2;
  output [0:0] out_2_3;
  input [0:0] in_2_3;
  output [0:0] out_2_4;
  input [0:0] in_2_4;
  output [0:0] out_3_0;
  input [0:0] in_3_0;
  output [0:0] out_3_1;
  input [0:0] in_3_1;
  output [0:0] out_3_2;
  input [0:0] in_3_2;
  output [0:0] out_3_3;
  input [0:0] in_3_3;
  output [0:0] out_3_4;
  input [0:0] in_3_4;
  output reg [31:0] read_data;
  reg [63:0] config_sb;
  always @(posedge clk or posedge reset) begin
    if (reset==1'b1) begin
      config_sb <= 64'h000000FFFFFFFFFF;
    end else begin
      if (config_en==1'b1) begin
         case (config_addr[31:24])
           8'd0: config_sb[31:0] <= config_data;
           8'd1: config_sb[63:32] <= config_data;
           default: ;
         endcase
      end
    end
  end
  reg [31:0] config_ungate;
  always @(posedge clk or posedge reset) begin
    if (reset==1'b1) begin
      config_ungate <= 32'h0;
    end else begin
      if (config_en==1'b1) begin
         case (config_addr[31:24])
           8'd2: config_ungate[31:0] <= config_data;
           default: ;
         endcase
      end
    end
  end
  reg [0:0] out_0_0_i;
  always @(*) begin
    case (config_sb[1:0])
        2'd0: out_0_0_i = in_1_0;
        2'd1: out_0_0_i = in_2_0;
        2'd2: out_0_0_i = in_3_0;
        2'd3: out_0_0_i = pe_output_0;
        default: out_0_0_i = 0;
    endcase
  end
  reg [0:0] out_0_0_id1;
  wire out_0_0_le;
  assign out_0_0_le = clk_en | (config_ungate[0]); 
  always @(posedge clk) begin
    if (out_0_0_le)
      out_0_0_id1 <= out_0_0_i;
  end
  assign out_0_0 = config_sb[40]?out_0_0_id1:out_0_0_i; 
  reg [0:0] out_0_1_i;
  always @(*) begin
    case (config_sb[3:2])
        2'd0: out_0_1_i = in_1_1;
        2'd1: out_0_1_i = in_2_1;
        2'd2: out_0_1_i = in_3_1;
        2'd3: out_0_1_i = pe_output_0;
        default: out_0_1_i = 0;
    endcase
  end
  reg [0:0] out_0_1_id1;
  wire out_0_1_le;
  assign out_0_1_le = clk_en | (config_ungate[1]); 
  always @(posedge clk) begin
    if (out_0_1_le)
      out_0_1_id1 <= out_0_1_i;
  end
  assign out_0_1 = config_sb[41]?out_0_1_id1:out_0_1_i; 
  reg [0:0] out_0_2_i;
  always @(*) begin
    case (config_sb[5:4])
        2'd0: out_0_2_i = in_1_2;
        2'd1: out_0_2_i = in_2_2;
        2'd2: out_0_2_i = in_3_2;
        2'd3: out_0_2_i = pe_output_0;
        default: out_0_2_i = 0;
    endcase
  end
  reg [0:0] out_0_2_id1;
  wire out_0_2_le;
  assign out_0_2_le = clk_en | (config_ungate[2]); 
  always @(posedge clk) begin
    if (out_0_2_le)
      out_0_2_id1 <= out_0_2_i;
  end
  assign out_0_2 = config_sb[42]?out_0_2_id1:out_0_2_i; 
  reg [0:0] out_0_3_i;
  always @(*) begin
    case (config_sb[7:6])
        2'd0: out_0_3_i = in_1_3;
        2'd1: out_0_3_i = in_2_3;
        2'd2: out_0_3_i = in_3_3;
        2'd3: out_0_3_i = pe_output_0;
        default: out_0_3_i = 0;
    endcase
  end
  reg [0:0] out_0_3_id1;
  wire out_0_3_le;
  assign out_0_3_le = clk_en | (config_ungate[3]); 
  always @(posedge clk) begin
    if (out_0_3_le)
      out_0_3_id1 <= out_0_3_i;
  end
  assign out_0_3 = config_sb[43]?out_0_3_id1:out_0_3_i; 
  reg [0:0] out_0_4_i;
  always @(*) begin
    case (config_sb[9:8])
        2'd0: out_0_4_i = in_1_4;
        2'd1: out_0_4_i = in_2_4;
        2'd2: out_0_4_i = in_3_4;
        2'd3: out_0_4_i = pe_output_0;
        default: out_0_4_i = 0;
    endcase
  end
  reg [0:0] out_0_4_id1;
  wire out_0_4_le;
  assign out_0_4_le = clk_en | (config_ungate[4]); 
  always @(posedge clk) begin
    if (out_0_4_le)
      out_0_4_id1 <= out_0_4_i;
  end
  assign out_0_4 = config_sb[44]?out_0_4_id1:out_0_4_i; 
  reg [0:0] out_1_0_i;
  always @(*) begin
    case (config_sb[11:10])
        2'd0: out_1_0_i = in_0_0;
        2'd1: out_1_0_i = in_2_0;
        2'd2: out_1_0_i = in_3_0;
        2'd3: out_1_0_i = pe_output_0;
        default: out_1_0_i = 0;
    endcase
  end
  reg [0:0] out_1_0_id1;
  wire out_1_0_le;
  assign out_1_0_le = clk_en | (config_ungate[5]); 
  always @(posedge clk) begin
    if (out_1_0_le)
      out_1_0_id1 <= out_1_0_i;
  end
  assign out_1_0 = config_sb[45]?out_1_0_id1:out_1_0_i; 
  reg [0:0] out_1_1_i;
  always @(*) begin
    case (config_sb[13:12])
        2'd0: out_1_1_i = in_0_1;
        2'd1: out_1_1_i = in_2_1;
        2'd2: out_1_1_i = in_3_1;
        2'd3: out_1_1_i = pe_output_0;
        default: out_1_1_i = 0;
    endcase
  end
  reg [0:0] out_1_1_id1;
  wire out_1_1_le;
  assign out_1_1_le = clk_en | (config_ungate[6]); 
  always @(posedge clk) begin
    if (out_1_1_le)
      out_1_1_id1 <= out_1_1_i;
  end
  assign out_1_1 = config_sb[46]?out_1_1_id1:out_1_1_i; 
  reg [0:0] out_1_2_i;
  always @(*) begin
    case (config_sb[15:14])
        2'd0: out_1_2_i = in_0_2;
        2'd1: out_1_2_i = in_2_2;
        2'd2: out_1_2_i = in_3_2;
        2'd3: out_1_2_i = pe_output_0;
        default: out_1_2_i = 0;
    endcase
  end
  reg [0:0] out_1_2_id1;
  wire out_1_2_le;
  assign out_1_2_le = clk_en | (config_ungate[7]); 
  always @(posedge clk) begin
    if (out_1_2_le)
      out_1_2_id1 <= out_1_2_i;
  end
  assign out_1_2 = config_sb[47]?out_1_2_id1:out_1_2_i; 
  reg [0:0] out_1_3_i;
  always @(*) begin
    case (config_sb[17:16])
        2'd0: out_1_3_i = in_0_3;
        2'd1: out_1_3_i = in_2_3;
        2'd2: out_1_3_i = in_3_3;
        2'd3: out_1_3_i = pe_output_0;
        default: out_1_3_i = 0;
    endcase
  end
  reg [0:0] out_1_3_id1;
  wire out_1_3_le;
  assign out_1_3_le = clk_en | (config_ungate[8]); 
  always @(posedge clk) begin
    if (out_1_3_le)
      out_1_3_id1 <= out_1_3_i;
  end
  assign out_1_3 = config_sb[48]?out_1_3_id1:out_1_3_i; 
  reg [0:0] out_1_4_i;
  always @(*) begin
    case (config_sb[19:18])
        2'd0: out_1_4_i = in_0_4;
        2'd1: out_1_4_i = in_2_4;
        2'd2: out_1_4_i = in_3_4;
        2'd3: out_1_4_i = pe_output_0;
        default: out_1_4_i = 0;
    endcase
  end
  reg [0:0] out_1_4_id1;
  wire out_1_4_le;
  assign out_1_4_le = clk_en | (config_ungate[9]); 
  always @(posedge clk) begin
    if (out_1_4_le)
      out_1_4_id1 <= out_1_4_i;
  end
  assign out_1_4 = config_sb[49]?out_1_4_id1:out_1_4_i; 
  reg [0:0] out_2_0_i;
  always @(*) begin
    case (config_sb[21:20])
        2'd0: out_2_0_i = in_0_0;
        2'd1: out_2_0_i = in_1_0;
        2'd2: out_2_0_i = in_3_0;
        2'd3: out_2_0_i = pe_output_0;
        default: out_2_0_i = 0;
    endcase
  end
  reg [0:0] out_2_0_id1;
  wire out_2_0_le;
  assign out_2_0_le = clk_en | (config_ungate[10]); 
  always @(posedge clk) begin
    if (out_2_0_le)
      out_2_0_id1 <= out_2_0_i;
  end
  assign out_2_0 = config_sb[50]?out_2_0_id1:out_2_0_i; 
  reg [0:0] out_2_1_i;
  always @(*) begin
    case (config_sb[23:22])
        2'd0: out_2_1_i = in_0_1;
        2'd1: out_2_1_i = in_1_1;
        2'd2: out_2_1_i = in_3_1;
        2'd3: out_2_1_i = pe_output_0;
        default: out_2_1_i = 0;
    endcase
  end
  reg [0:0] out_2_1_id1;
  wire out_2_1_le;
  assign out_2_1_le = clk_en | (config_ungate[11]); 
  always @(posedge clk) begin
    if (out_2_1_le)
      out_2_1_id1 <= out_2_1_i;
  end
  assign out_2_1 = config_sb[51]?out_2_1_id1:out_2_1_i; 
  reg [0:0] out_2_2_i;
  always @(*) begin
    case (config_sb[25:24])
        2'd0: out_2_2_i = in_0_2;
        2'd1: out_2_2_i = in_1_2;
        2'd2: out_2_2_i = in_3_2;
        2'd3: out_2_2_i = pe_output_0;
        default: out_2_2_i = 0;
    endcase
  end
  reg [0:0] out_2_2_id1;
  wire out_2_2_le;
  assign out_2_2_le = clk_en | (config_ungate[12]); 
  always @(posedge clk) begin
    if (out_2_2_le)
      out_2_2_id1 <= out_2_2_i;
  end
  assign out_2_2 = config_sb[52]?out_2_2_id1:out_2_2_i; 
  reg [0:0] out_2_3_i;
  always @(*) begin
    case (config_sb[27:26])
        2'd0: out_2_3_i = in_0_3;
        2'd1: out_2_3_i = in_1_3;
        2'd2: out_2_3_i = in_3_3;
        2'd3: out_2_3_i = pe_output_0;
        default: out_2_3_i = 0;
    endcase
  end
  reg [0:0] out_2_3_id1;
  wire out_2_3_le;
  assign out_2_3_le = clk_en | (config_ungate[13]); 
  always @(posedge clk) begin
    if (out_2_3_le)
      out_2_3_id1 <= out_2_3_i;
  end
  assign out_2_3 = config_sb[53]?out_2_3_id1:out_2_3_i; 
  reg [0:0] out_2_4_i;
  always @(*) begin
    case (config_sb[29:28])
        2'd0: out_2_4_i = in_0_4;
        2'd1: out_2_4_i = in_1_4;
        2'd2: out_2_4_i = in_3_4;
        2'd3: out_2_4_i = pe_output_0;
        default: out_2_4_i = 0;
    endcase
  end
  reg [0:0] out_2_4_id1;
  wire out_2_4_le;
  assign out_2_4_le = clk_en | (config_ungate[14]); 
  always @(posedge clk) begin
    if (out_2_4_le)
      out_2_4_id1 <= out_2_4_i;
  end
  assign out_2_4 = config_sb[54]?out_2_4_id1:out_2_4_i; 
  reg [0:0] out_3_0_i;
  always @(*) begin
    case (config_sb[31:30])
        2'd0: out_3_0_i = in_0_0;
        2'd1: out_3_0_i = in_1_0;
        2'd2: out_3_0_i = in_2_0;
        2'd3: out_3_0_i = pe_output_0;
        default: out_3_0_i = 0;
    endcase
  end
  reg [0:0] out_3_0_id1;
  wire out_3_0_le;
  assign out_3_0_le = clk_en | (config_ungate[15]); 
  always @(posedge clk) begin
    if (out_3_0_le)
      out_3_0_id1 <= out_3_0_i;
  end
  assign out_3_0 = config_sb[55]?out_3_0_id1:out_3_0_i; 
  reg [0:0] out_3_1_i;
  always @(*) begin
    case (config_sb[33:32])
        2'd0: out_3_1_i = in_0_1;
        2'd1: out_3_1_i = in_1_1;
        2'd2: out_3_1_i = in_2_1;
        2'd3: out_3_1_i = pe_output_0;
        default: out_3_1_i = 0;
    endcase
  end
  reg [0:0] out_3_1_id1;
  wire out_3_1_le;
  assign out_3_1_le = clk_en | (config_ungate[16]); 
  always @(posedge clk) begin
    if (out_3_1_le)
      out_3_1_id1 <= out_3_1_i;
  end
  assign out_3_1 = config_sb[56]?out_3_1_id1:out_3_1_i; 
  reg [0:0] out_3_2_i;
  always @(*) begin
    case (config_sb[35:34])
        2'd0: out_3_2_i = in_0_2;
        2'd1: out_3_2_i = in_1_2;
        2'd2: out_3_2_i = in_2_2;
        2'd3: out_3_2_i = pe_output_0;
        default: out_3_2_i = 0;
    endcase
  end
  reg [0:0] out_3_2_id1;
  wire out_3_2_le;
  assign out_3_2_le = clk_en | (config_ungate[17]); 
  always @(posedge clk) begin
    if (out_3_2_le)
      out_3_2_id1 <= out_3_2_i;
  end
  assign out_3_2 = config_sb[57]?out_3_2_id1:out_3_2_i; 
  reg [0:0] out_3_3_i;
  always @(*) begin
    case (config_sb[37:36])
        2'd0: out_3_3_i = in_0_3;
        2'd1: out_3_3_i = in_1_3;
        2'd2: out_3_3_i = in_2_3;
        2'd3: out_3_3_i = pe_output_0;
        default: out_3_3_i = 0;
    endcase
  end
  reg [0:0] out_3_3_id1;
  wire out_3_3_le;
  assign out_3_3_le = clk_en | (config_ungate[18]); 
  always @(posedge clk) begin
    if (out_3_3_le)
      out_3_3_id1 <= out_3_3_i;
  end
  assign out_3_3 = config_sb[58]?out_3_3_id1:out_3_3_i; 
  reg [0:0] out_3_4_i;
  always @(*) begin
    case (config_sb[39:38])
        2'd0: out_3_4_i = in_0_4;
        2'd1: out_3_4_i = in_1_4;
        2'd2: out_3_4_i = in_2_4;
        2'd3: out_3_4_i = pe_output_0;
        default: out_3_4_i = 0;
    endcase
  end
  reg [0:0] out_3_4_id1;
  wire out_3_4_le;
  assign out_3_4_le = clk_en | (config_ungate[19]); 
  always @(posedge clk) begin
    if (out_3_4_le)
      out_3_4_id1 <= out_3_4_i;
  end
  assign out_3_4 = config_sb[59]?out_3_4_id1:out_3_4_i; 
  always @ (*) begin
    case (config_addr[31:24])    
         8'd0: read_data = config_sb[31:0];
         8'd1: read_data = config_sb[63:32];
         8'd2: read_data = config_ungate[31:0];
         8'd3 : read_data = out_0_0_id1;
         8'd4 : read_data = out_0_1_id1;
         8'd5 : read_data = out_0_2_id1;
         8'd6 : read_data = out_0_3_id1;
         8'd7 : read_data = out_0_4_id1;
         8'd8 : read_data = out_1_0_id1;
         8'd9 : read_data = out_1_1_id1;
         8'd10 : read_data = out_1_2_id1;
         8'd11 : read_data = out_1_3_id1;
         8'd12 : read_data = out_1_4_id1;
         8'd13 : read_data = out_2_0_id1;
         8'd14 : read_data = out_2_1_id1;
         8'd15 : read_data = out_2_2_id1;
         8'd16 : read_data = out_2_3_id1;
         8'd17 : read_data = out_2_4_id1;
         8'd18 : read_data = out_3_0_id1;
         8'd19 : read_data = out_3_1_id1;
         8'd20 : read_data = out_3_2_id1;
         8'd21 : read_data = out_3_3_id1;
         8'd22 : read_data = out_3_4_id1;
        default : read_data = 'h0;
    endcase
  end
endmodule
File: /design/flow/run.sh
#!/bin/bash
# OpenROAD 26Q1-2900-gdf79404cd8, Yosys 0.63+post, stock flow scripts
make -C /OpenROAD-flow-scripts/flow DESIGN_CONFIG=/design/flow/config.mk WORK_HOME=/design/flow/orfs finish
==> impl_metrics.toml <==
# yosys + openroad results
[global_routing]
grt_use_total = 0.184
grt_pass1_wl_um = 28000
overflow = 0
grt_antenna_before_repair = 0
grt_max_degree = 41
grt_pass1_vias = 4702

[setup_path]
cp.depth = 5
path_cells = "clkdlybuf4s50_1 > or4_4 > or3_2 > nor2_1 > clkdlybuf4s50_1"
crit_buf_inv = 2
reg2reg_depth = 1
critPathLaunchType = "primary input"
crit_fanout = 31
cpPeakStageDelay_ns = 0.78
startpoint = "config_addr[29]"
crit_arrival_ns = 3.71
reg2reg_from = "config_sb[26]$_DFFE_PP1P_"
critPathSlowestCell = "or3_2"
crit_required_ns = 4.80
cp_common_cell = "clkdlybuf4s50_1"
path_delay_family = "simple AND/OR/NAND/NOR gates"
worst-setup-path-type = "primary input to output port"
end_kind = "output port"

[outcome]
status = "complete, no violations"

[finish]
mostFrequentLayoutCell = "clkdlybuf4s50_1"
layout_top_cells = "clkdlybuf4s50_1 (115), mux2_2 (111), nor2_1 (65)"
top_regs = "config_sb: 64 flops, config_ungate: 32 flops"
area_delta_synth_final_pct = 31.9
fin_area_mm2 = 0.00813
regMostFlops = "config_sb"
drive_above_1_share = 0.420
largest_reg_flops = 64

[detailed_routing]
drt-wirelength-per-cell_um = 21.0
final_antenna_net_count = 0
vias_per_cell = 4.96
antennaDiodeCount = 0
drc_errors = 0
wirelength_um = 18100
via_count = 4274
drtIter0Drc = 207
drt_pass1_iterations = 9

[sta]
max_slew.worst_pin.slew_ns = 0.781
slew_headroom = 0.478
layout_setup_ws_ns = 1.09
fin_setup_tns_ns = 0
grt_setup_unrepaired = "false"
period_minus_slack_ns = 4.91
finalMaxSlewViolations = 0
max_freq_ghz = 0.204
finalClockPeriodUsage = 0.819
setup_viol = 0
hold_viol = 0
fin_worst_skew_ns = 0.00707

[place]
place.gp.congestion = 0.858
portBuffers = 116
dpl_worst_slack_ns = 1.06
dpl.hpwl_um = 13500
placed_cell_area_mm2 = 0.00754

[die]
num_io_pins = 141
fp_util = 0.306
core-area_mm2 = 0.0202
die_area_mm2 = 0.0211
die_w_um = 145
die_y_um = 145
core.rowCount = 52

[run]
tool_warnings = 49
maxCapViolCount = 0

[min_path]
hold-path-cell-count = 1
hold_class = "flop to flop"
min_from = "config_ungate[31]$_DFFE_PP0P_"

[logic_synthesis]
ys_cells = 464
synth_cell_types = 35
yosys-top-cells-area = "dfrtp_1 (23%), mux2_2 (20%), dfstp_2 (17%)"
synthCells = 464
ys.flops = 116
synth_seq_share = 0.495
yosysTopAreaCell = "dfrtp_1"
yosysTopAreaCellShare = 0.227
yosysWarnings = 1
syn_area_mm2 = 0.00616
yosys-stat-area_mm2 = 0.00616
avgSynthCellArea_um2 = 13.3

[cts]
cts-root-buf = "clkbuf_16"
postCtsSetupBuffers = 0
cts-resized-gates = 0
cts_hold_buf = 0
clockBufferDepth = 2
tritoncts = "done"
cts.clk_slew.worst_paths_ns = 0.05
cts-htree-levels = 4
clk_latency_ns = 0.41
cts_buffers = 17
clock-sinks = 116

[power_and_ir_drop]
finalPower_uw = 2120
ir_drop_v = 0.000169
power_leakage_uw = 0.00336
p_per_area_mw_per_mm2 = 260
-- stage by stage --
step | std cells | util | hold slack (ns)
3_3_place_gp | 829 | 0.374 | 0.486
4_1_cts | 861 | 0.403 | 0.507
5_1_grt | 861 | 0.403 | 0.518
6_report | 861 | 0.403 | 0.502
3_5_place_dp | 829 | 0.374 | 0.494
2_1_floorplan | 464 | - | 0.479
-- final cells by class --
class	instances	area (um2)
clock inverter	4	45.0
multi-input combinational	314	2910
sequential	116	3050
inverter	2	8.76
tap	270	338
clock buffer	28	537
timing repair buffer	127	1240
fill	1867	12000
-- Yosys cell counts, drive strengths merged --
master and instances:
a21o 1, a21oi 31, a22o 1, a22oi 1, a2bb2oi 1, a311o 1
a31oi 2, a32oi 1, buf 21, clkbuf 11, dfrtp 56, dfstp 40
edfxtp 20, inv 2, mux2 117, mux2i 35, mux4 22, nand2 1
nand2b 1, nand3 3, nand3b 1, nand4 1, nor2 65, nor2b 3
nor3 2, o2111ai 1, o211ai 1, or2 20, or3 1, or4 1
-- final timing paths --
path / to / slack [ns]
max: read_data[19] / 1.09
min: config_ungate[31]$_DFFE_PP0P_ / 0.50
max reg2reg: out_2_3_id1$_DFFE_PP_ / 4.58
min reg2reg: config_ungate[31]$_DFFE_PP0P_ / 0.50
max in group asynchronous: config_sb[21]$_DFFE_PP1P_ / 3.56
min in group asynchronous: config_sb[60]$_DFFE_PP0P_ / 1.08
-- power breakdown --
group | internal, uW | leakage [uW] | switching [uW]
Sequential | 858 | 0.00138 | 34.3
Clock | 644 | 0.000290 | 329
Combinational | 145 | 0.00169 | 106
-- layer usage --
layer,vias up,wire length [um],global-route usage
met4,0,402,0.0326
met1,2145,7680,0.252
met2,169,8420,0.286
met5,-,0,0
li1,1933,-,-
met3,27,1580,0.0745
-- kinds of logic after synthesis --
kind of cell    Yosys count  share of synthesized area
compound gates           41                     0.0384
simple gates             99                     0.0782
mux                     174                      0.355
buf+inv                  34                     0.0333
flops                   116                      0.495
No activity file was given, so power comes from the tool's default toggle rates.
