==> flow/design.v <==
module sb_unq1 (
clk, clk_en, reset, 
pe_output_0,
out_0_0,
in_0_0,
out_0_1,
in_0_1,
out_0_2,
in_0_2,
out_0_3,
in_0_3,
out_0_4,
in_0_4,
out_1_0,
in_1_0,
out_1_1,
in_1_1,
out_1_2,
in_1_2,
out_1_3,
in_1_3,
out_1_4,
in_1_4,
out_2_0,
in_2_0,
out_2_1,
in_2_1,
out_2_2,
in_2_2,
out_2_3,
in_2_3,
out_2_4,
in_2_4,
out_3_0,
in_3_0,
out_3_1,
in_3_1,
out_3_2,
in_3_2,
out_3_3,
in_3_3,
out_3_4,
in_3_4,
config_addr,
config_data,
config_en,
read_data
);
  input  clk;
  input  clk_en;
  input  reset;
  input  config_en;
  input [31:0] config_data;
  input [31:0] config_addr;
  input [15:0] pe_output_0;
  output [15:0] out_0_0;
  input [15:0] in_0_0;
  output [15:0] out_0_1;
  input [15:0] in_0_1;
  output [15:0] out_0_2;
  input [15:0] in_0_2;
  output [15:0] out_0_3;
  input [15:0] in_0_3;
  output [15:0] out_0_4;
  input [15:0] in_0_4;
  output [15:0] out_1_0;
  input [15:0] in_1_0;
  output [15:0] out_1_1;
  input [15:0] in_1_1;
  output [15:0] out_1_2;
  input [15:0] in_1_2;
  output [15:0] out_1_3;
  input [15:0] in_1_3;
  output [15:0] out_1_4;
  input [15:0] in_1_4;
  output [15:0] out_2_0;
  input [15:0] in_2_0;
  output [15:0] out_2_1;
  input [15:0] in_2_1;
  output [15:0] out_2_2;
  input [15:0] in_2_2;
  output [15:0] out_2_3;
  input [15:0] in_2_3;
  output [15:0] out_2_4;
  input [15:0] in_2_4;
  output [15:0] out_3_0;
  input [15:0] in_3_0;
  output [15:0] out_3_1;
  input [15:0] in_3_1;
  output [15:0] out_3_2;
  input [15:0] in_3_2;
  output [15:0] out_3_3;
  input [15:0] in_3_3;
  output [15:0] out_3_4;
  input [15:0] in_3_4;
  output reg [31:0] read_data;
  reg [63:0] config_sb;
  always @(posedge clk or posedge reset) begin
    if (reset==1'b1) begin
      config_sb <= 64'h000000FFFFFFFFFF;
    end else begin
      if (config_en==1'b1) begin
         case (config_addr[31:24])
           8'd0: config_sb[31:0] <= config_data;
           8'd1: config_sb[63:32] <= config_data;
           default: ;
         endcase
      end
    end
  end
  reg [31:0] config_ungate;
  always @(posedge clk or posedge reset) begin
    if (reset==1'b1) begin
      config_ungate <= 32'h0;
    end else begin
      if (config_en==1'b1) begin
         case (config_addr[31:24])
           8'd2: config_ungate[31:0] <= config_data;
           default: ;
         endcase
      end
    end
  end
  reg [15:0] out_0_0_i;
  always @(*) begin
    case (config_sb[1:0])
        2'd0: out_0_0_i = in_1_0;
        2'd1: out_0_0_i = in_2_0;
        2'd2: out_0_0_i = in_3_0;
        2'd3: out_0_0_i = pe_output_0;
        default: out_0_0_i = 0;
    endcase
  end
  reg [15:0] out_0_0_id1;
  wire out_0_0_le;
  assign out_0_0_le = clk_en | (config_ungate[0]); 
  always @(posedge clk) begin
    if (out_0_0_le)
      out_0_0_id1 <= out_0_0_i;
  end
  assign out_0_0 = config_sb[40]?out_0_0_id1:out_0_0_i; 
  reg [15:0] out_0_1_i;
  always @(*) begin
    case (config_sb[3:2])
        2'd0: out_0_1_i = in_1_1;
        2'd1: out_0_1_i = in_2_1;
        2'd2: out_0_1_i = in_3_1;
        2'd3: out_0_1_i = pe_output_0;
        default: out_0_1_i = 0;
    endcase
  end
  reg [15:0] out_0_1_id1;
  wire out_0_1_le;
  assign out_0_1_le = clk_en | (config_ungate[1]); 
  always @(posedge clk) begin
    if (out_0_1_le)
      out_0_1_id1 <= out_0_1_i;
  end
  assign out_0_1 = config_sb[41]?out_0_1_id1:out_0_1_i; 
  reg [15:0] out_0_2_i;
  always @(*) begin
    case (config_sb[5:4])
        2'd0: out_0_2_i = in_1_2;
        2'd1: out_0_2_i = in_2_2;
        2'd2: out_0_2_i = in_3_2;
        2'd3: out_0_2_i = pe_output_0;
        default: out_0_2_i = 0;
    endcase
  end
  reg [15:0] out_0_2_id1;
  wire out_0_2_le;
  assign out_0_2_le = clk_en | (config_ungate[2]); 
  always @(posedge clk) begin
    if (out_0_2_le)
      out_0_2_id1 <= out_0_2_i;
  end
  assign out_0_2 = config_sb[42]?out_0_2_id1:out_0_2_i; 
  reg [15:0] out_0_3_i;
  always @(*) begin
    case (config_sb[7:6])
        2'd0: out_0_3_i = in_1_3;
        2'd1: out_0_3_i = in_2_3;
        2'd2: out_0_3_i = in_3_3;
        2'd3: out_0_3_i = pe_output_0;
        default: out_0_3_i = 0;
    endcase
  end
  reg [15:0] out_0_3_id1;
  wire out_0_3_le;
  assign out_0_3_le = clk_en | (config_ungate[3]); 
  always @(posedge clk) begin
    if (out_0_3_le)
      out_0_3_id1 <= out_0_3_i;
  end
  assign out_0_3 = config_sb[43]?out_0_3_id1:out_0_3_i; 
  reg [15:0] out_0_4_i;
  always @(*) begin
    case (config_sb[9:8])
        2'd0: out_0_4_i = in_1_4;
        2'd1: out_0_4_i = in_2_4;
        2'd2: out_0_4_i = in_3_4;
        2'd3: out_0_4_i = pe_output_0;
        default: out_0_4_i = 0;
    endcase
  end
  reg [15:0] out_0_4_id1;
  wire out_0_4_le;
  assign out_0_4_le = clk_en | (config_ungate[4]); 
  always @(posedge clk) begin
    if (out_0_4_le)
      out_0_4_id1 <= out_0_4_i;
  end
  assign out_0_4 = config_sb[44]?out_0_4_id1:out_0_4_i; 
  reg [15:0] out_1_0_i;
  always @(*) begin
    case (config_sb[11:10])
        2'd0: out_1_0_i = in_0_0;
        2'd1: out_1_0_i = in_2_0;
        2'd2: out_1_0_i = in_3_0;
        2'd3: out_1_0_i = pe_output_0;
        default: out_1_0_i = 0;
    endcase
  end
  reg [15:0] out_1_0_id1;
  wire out_1_0_le;
  assign out_1_0_le = clk_en | (config_ungate[5]); 
  always @(posedge clk) begin
    if (out_1_0_le)
      out_1_0_id1 <= out_1_0_i;
  end
  assign out_1_0 = config_sb[45]?out_1_0_id1:out_1_0_i; 
  reg [15:0] out_1_1_i;
  always @(*) begin
    case (config_sb[13:12])
        2'd0: out_1_1_i = in_0_1;
        2'd1: out_1_1_i = in_2_1;
        2'd2: out_1_1_i = in_3_1;
        2'd3: out_1_1_i = pe_output_0;
        default: out_1_1_i = 0;
    endcase
  end
  reg [15:0] out_1_1_id1;
  wire out_1_1_le;
  assign out_1_1_le = clk_en | (config_ungate[6]); 
  always @(posedge clk) begin
    if (out_1_1_le)
      out_1_1_id1 <= out_1_1_i;
  end
  assign out_1_1 = config_sb[46]?out_1_1_id1:out_1_1_i; 
  reg [15:0] out_1_2_i;
  always @(*) begin
    case (config_sb[15:14])
        2'd0: out_1_2_i = in_0_2;
        2'd1: out_1_2_i = in_2_2;
        2'd2: out_1_2_i = in_3_2;
        2'd3: out_1_2_i = pe_output_0;
        default: out_1_2_i = 0;
    endcase
  end
  reg [15:0] out_1_2_id1;
  wire out_1_2_le;
  assign out_1_2_le = clk_en | (config_ungate[7]); 
  always @(posedge clk) begin
    if (out_1_2_le)
      out_1_2_id1 <= out_1_2_i;
  end
  assign out_1_2 = config_sb[47]?out_1_2_id1:out_1_2_i; 
  reg [15:0] out_1_3_i;
  always @(*) begin
    case (config_sb[17:16])
        2'd0: out_1_3_i = in_0_3;
        2'd1: out_1_3_i = in_2_3;
        2'd2: out_1_3_i = in_3_3;
        2'd3: out_1_3_i = pe_output_0;
        default: out_1_3_i = 0;
    endcase
  end
  reg [15:0] out_1_3_id1;
  wire out_1_3_le;
  assign out_1_3_le = clk_en | (config_ungate[8]); 
  always @(posedge clk) begin
    if (out_1_3_le)
      out_1_3_id1 <= out_1_3_i;
  end
  assign out_1_3 = config_sb[48]?out_1_3_id1:out_1_3_i; 
  reg [15:0] out_1_4_i;
  always @(*) begin
    case (config_sb[19:18])
        2'd0: out_1_4_i = in_0_4;
        2'd1: out_1_4_i = in_2_4;
        2'd2: out_1_4_i = in_3_4;
        2'd3: out_1_4_i = pe_output_0;
        default: out_1_4_i = 0;
    endcase
  end
  reg [15:0] out_1_4_id1;
  wire out_1_4_le;
  assign out_1_4_le = clk_en | (config_ungate[9]); 
  always @(posedge clk) begin
    if (out_1_4_le)
      out_1_4_id1 <= out_1_4_i;
  end
  assign out_1_4 = config_sb[49]?out_1_4_id1:out_1_4_i; 
  reg [15:0] out_2_0_i;
  always @(*) begin
    case (config_sb[21:20])
        2'd0: out_2_0_i = in_0_0;
        2'd1: out_2_0_i = in_1_0;
        2'd2: out_2_0_i = in_3_0;
        2'd3: out_2_0_i = pe_output_0;
        default: out_2_0_i = 0;
    endcase
  end
  reg [15:0] out_2_0_id1;
  wire out_2_0_le;
  assign out_2_0_le = clk_en | (config_ungate[10]); 
  always @(posedge clk) begin
    if (out_2_0_le)
      out_2_0_id1 <= out_2_0_i;
  end
  assign out_2_0 = config_sb[50]?out_2_0_id1:out_2_0_i; 
  reg [15:0] out_2_1_i;
  always @(*) begin
    case (config_sb[23:22])
        2'd0: out_2_1_i = in_0_1;
        2'd1: out_2_1_i = in_1_1;
        2'd2: out_2_1_i = in_3_1;
        2'd3: out_2_1_i = pe_output_0;
        default: out_2_1_i = 0;
    endcase
  end
  reg [15:0] out_2_1_id1;
  wire out_2_1_le;
  assign out_2_1_le = clk_en | (config_ungate[11]); 
  always @(posedge clk) begin
    if (out_2_1_le)
      out_2_1_id1 <= out_2_1_i;
  end
  assign out_2_1 = config_sb[51]?out_2_1_id1:out_2_1_i; 
  reg [15:0] out_2_2_i;
  always @(*) begin
    case (config_sb[25:24])
        2'd0: out_2_2_i = in_0_2;
        2'd1: out_2_2_i = in_1_2;
        2'd2: out_2_2_i = in_3_2;
        2'd3: out_2_2_i = pe_output_0;
        default: out_2_2_i = 0;
    endcase
  end
  reg [15:0] out_2_2_id1;
  wire out_2_2_le;
  assign out_2_2_le = clk_en | (config_ungate[12]); 
  always @(posedge clk) begin
    if (out_2_2_le)
      out_2_2_id1 <= out_2_2_i;
  end
  assign out_2_2 = config_sb[52]?out_2_2_id1:out_2_2_i; 
  reg [15:0] out_2_3_i;
  always @(*) begin
    case (config_sb[27:26])
        2'd0: out_2_3_i = in_0_3;
        2'd1: out_2_3_i = in_1_3;
        2'd2: out_2_3_i = in_3_3;
        2'd3: out_2_3_i = pe_output_0;
        default: out_2_3_i = 0;
    endcase
  end
  reg [15:0] out_2_3_id1;
  wire out_2_3_le;
  assign out_2_3_le = clk_en | (config_ungate[13]); 
  always @(posedge clk) begin
    if (out_2_3_le)
      out_2_3_id1 <= out_2_3_i;
  end
  assign out_2_3 = config_sb[53]?out_2_3_id1:out_2_3_i; 
  reg [15:0] out_2_4_i;
  always @(*) begin
    case (config_sb[29:28])
        2'd0: out_2_4_i = in_0_4;
        2'd1: out_2_4_i = in_1_4;
        2'd2: out_2_4_i = in_3_4;
        2'd3: out_2_4_i = pe_output_0;
        default: out_2_4_i = 0;
    endcase
  end
  reg [15:0] out_2_4_id1;
  wire out_2_4_le;
  assign out_2_4_le = clk_en | (config_ungate[14]); 
  always @(posedge clk) begin
    if (out_2_4_le)
      out_2_4_id1 <= out_2_4_i;
  end
  assign out_2_4 = config_sb[54]?out_2_4_id1:out_2_4_i; 
  reg [15:0] out_3_0_i;
  always @(*) begin
    case (config_sb[31:30])
        2'd0: out_3_0_i = in_0_0;
        2'd1: out_3_0_i = in_1_0;
        2'd2: out_3_0_i = in_2_0;
        2'd3: out_3_0_i = pe_output_0;
        default: out_3_0_i = 0;
    endcase
  end
  reg [15:0] out_3_0_id1;
  wire out_3_0_le;
  assign out_3_0_le = clk_en | (config_ungate[15]); 
  always @(posedge clk) begin
    if (out_3_0_le)
      out_3_0_id1 <= out_3_0_i;
  end
  assign out_3_0 = config_sb[55]?out_3_0_id1:out_3_0_i; 
  reg [15:0] out_3_1_i;
  always @(*) begin
    case (config_sb[33:32])
        2'd0: out_3_1_i = in_0_1;
        2'd1: out_3_1_i = in_1_1;
        2'd2: out_3_1_i = in_2_1;
        2'd3: out_3_1_i = pe_output_0;
        default: out_3_1_i = 0;
    endcase
  end
  reg [15:0] out_3_1_id1;
  wire out_3_1_le;
  assign out_3_1_le = clk_en | (config_ungate[16]); 
  always @(posedge clk) begin
    if (out_3_1_le)
      out_3_1_id1 <= out_3_1_i;
  end
  assign out_3_1 = config_sb[56]?out_3_1_id1:out_3_1_i; 
  reg [15:0] out_3_2_i;
  always @(*) begin
    case (config_sb[35:34])
        2'd0: out_3_2_i = in_0_2;
        2'd1: out_3_2_i = in_1_2;
        2'd2: out_3_2_i = in_2_2;
        2'd3: out_3_2_i = pe_output_0;
        default: out_3_2_i = 0;
    endcase
  end
  reg [15:0] out_3_2_id1;
  wire out_3_2_le;
  assign out_3_2_le = clk_en | (config_ungate[17]); 
  always @(posedge clk) begin
    if (out_3_2_le)
      out_3_2_id1 <= out_3_2_i;
  end
  assign out_3_2 = config_sb[57]?out_3_2_id1:out_3_2_i; 
  reg [15:0] out_3_3_i;
  always @(*) begin
    case (config_sb[37:36])
        2'd0: out_3_3_i = in_0_3;
        2'd1: out_3_3_i = in_1_3;
        2'd2: out_3_3_i = in_2_3;
        2'd3: out_3_3_i = pe_output_0;
        default: out_3_3_i = 0;
    endcase
  end
  reg [15:0] out_3_3_id1;
  wire out_3_3_le;
  assign out_3_3_le = clk_en | (config_ungate[18]); 
  always @(posedge clk) begin
    if (out_3_3_le)
      out_3_3_id1 <= out_3_3_i;
  end
  assign out_3_3 = config_sb[58]?out_3_3_id1:out_3_3_i; 
  reg [15:0] out_3_4_i;
  always @(*) begin
    case (config_sb[39:38])
        2'd0: out_3_4_i = in_0_4;
        2'd1: out_3_4_i = in_1_4;
        2'd2: out_3_4_i = in_2_4;
        2'd3: out_3_4_i = pe_output_0;
        default: out_3_4_i = 0;
    endcase
  end
  reg [15:0] out_3_4_id1;
  wire out_3_4_le;
  assign out_3_4_le = clk_en | (config_ungate[19]); 
  always @(posedge clk) begin
    if (out_3_4_le)
      out_3_4_id1 <= out_3_4_i;
  end
  assign out_3_4 = config_sb[59]?out_3_4_id1:out_3_4_i; 
  always @ (*) begin
    case (config_addr[31:24])    
         8'd0: read_data = config_sb[31:0];
         8'd1: read_data = config_sb[63:32];
         8'd2: read_data = config_ungate[31:0];
         8'd3 : read_data = out_0_0_id1;
         8'd4 : read_data = out_0_1_id1;
         8'd5 : read_data = out_0_2_id1;
         8'd6 : read_data = out_0_3_id1;
         8'd7 : read_data = out_0_4_id1;
         8'd8 : read_data = out_1_0_id1;
         8'd9 : read_data = out_1_1_id1;
         8'd10 : read_data = out_1_2_id1;
         8'd11 : read_data = out_1_3_id1;
         8'd12 : read_data = out_1_4_id1;
         8'd13 : read_data = out_2_0_id1;
         8'd14 : read_data = out_2_1_id1;
         8'd15 : read_data = out_2_2_id1;
         8'd16 : read_data = out_2_3_id1;
         8'd17 : read_data = out_2_4_id1;
         8'd18 : read_data = out_3_0_id1;
         8'd19 : read_data = out_3_1_id1;
         8'd20 : read_data = out_3_2_id1;
         8'd21 : read_data = out_3_3_id1;
         8'd22 : read_data = out_3_4_id1;
        default : read_data = 'h0;
    endcase
  end
endmodule
==> flow/run.sh <==
#!/bin/bash
# OpenROAD 26Q1-2900-gdf79404cd8, Yosys 0.63+post, stock flow scripts
make -C /OpenROAD-flow-scripts/flow DESIGN_CONFIG=/design/flow/config.mk WORK_HOME=/design/flow/orfs finish
==> flow/config.mk <==
export PLATFORM = sky130hd
export DESIGN_NAME = sb_unq1
export DESIGN_NICKNAME = sb_unq1
export VERILOG_FILES = /design/flow/design.v
export SDC_FILE = /design/flow/constraint.sdc
export NUM_CORES = 4
export LEC_CHECK = 1
export CORE_AREA = 10 10 448 448
export DIE_AREA = 0 0 458 458
==> flow/constraint.sdc <==
current_design sb_unq1

set clk_period 8.3
set clk_io_pct 0.2

create_clock -name clk0 -period $clk_period [get_ports {clk}]

set non_clock_inputs [all_inputs -no_clocks]
set_input_delay [expr $clk_period * $clk_io_pct] -clock clk0 $non_clock_inputs
set_output_delay [expr $clk_period * $clk_io_pct] -clock clk0 [all_outputs]
==> flow_metrics.env <==
# implementation run metrics
export IMPL_dieArea_um2=210000
export IMPL_yosys_stat_cells=1915
export IMPL_dp_hpwl_mm=175
export IMPL_netlist_area_leader_share_pct=33.5
export IMPL_syn_area_um2=28700
export IMPL_cp_end_kind="primary output"
export IMPL_cts_setup_buffers=0
export IMPL_slew_violations=0
export IMPL_place_congestion=0.997
export IMPL_worstHoldPathType="flip-flop to flip-flop"
export IMPL_flop_cell="edfxtp_1"
export IMPL_status="finished, final reports clean"
export IMPL_hold_violations=0
export IMPL_finalSetupViolCount=0
export IMPL_crit_required_ns=6.64
export IMPL_critPathLaunchType="input port"
export IMPL_grt_pass1_wl_mm=274
export IMPL_powerDensity_nw_per_um2=173
export IMPL_grt_usage_pct=20.6
export IMPL_cts_resized=0
export IMPL_tightest_slew_ns=0.839
export IMPL_stdcell_count=5150
export IMPL_async_flop_share_pct=23.1
export IMPL_fin_skew_ns=0.0265
export IMPL_fill_cells=20100
export IMPL_warning_count=49
export IMPL_path_max_fanout=19
export IMPL_yosysUniqueCellTypes=66
export IMPL_yosys_area_share_aoi_pct=6.15
export IMPL_drc_errors=0
export IMPL_logic_family="multiplexers"
export IMPL_vias_per_cell=4.68
export IMPL_largest_register_ff_count=64
export IMPL_core_rowCount=160
export IMPL_clk_latency_ns=0.70
export IMPL_drt_wl_total_mm=218
export IMPL_syn_inst=1915
export IMPL_vias=24100
export IMPL_max_slew_margin_rel_pct=43.9
export IMPL_top_regs="config_sb (64), config_ungate (32)"
export IMPL_dp_cells=5010
export IMPL_drt_iter0_drc=1966
export IMPL_fin_hold_ws_ns=0.506
export IMPL_antenna_found_initial=87
export IMPL_ys_top_cells_by_area="edfxtp_1 (33%), mux4_2 (25%), mux2_2 (16%)"
export IMPL_core_area_um2=190000
export IMPL_cts_hold_buf=0
export IMPL_yosys_warnings=1
export IMPL_fp_util_pct=15.1
export IMPL_leakage_nw=13.2
export IMPL_ys_area_um2=28700
export IMPL_syn2layout_area_growth_pct=42.3
export IMPL_max_cap_viol_count=0
export IMPL_htree_num_levels=2
export IMPL_rsz0062_at_grt="no"
export IMPL_ir_drop_v=0.000181
export IMPL_synthAdderAreaFrac_pct=0
export IMPL_synthMuxAreaShare_pct=44.4
export IMPL_finalCritPeriodShare_pct=86.3
export IMPL_firstDrtPassIters=7
export IMPL_edf_count=320
export IMPL_grt_pass1_vias=25400
export IMPL_grt_max_degree=56
export IMPL_die_width_um=458
export IMPL_worstPathArrival_ns=5.50
export IMPL_io_pins=756
export IMPL_fin_crit_ns=7.16
export IMPL_synth_flops=416
export IMPL_yosysSeqAreaShare_pct=42.0
export IMPL_xor_area_share_pct=0
export IMPL_cts_buffer_depth=3
export IMPL_clkTransAtPathRegs_ns=0.06
export IMPL_fp_dieH_um=458
export IMPL_syn_area_per_cell_um2=15.0
export IMPL_fin_tns_setup_ns=0
export IMPL_top_area_cell="edfxtp_1"
export IMPL_critical_path_class="input port to primary output"
export IMPL_clock_sinks=416
export IMPL_top_register="config_sb"
export IMPL_cts_buffers=58
export IMPL_port_buffers=731
export IMPL_wl_per_cell_um=42.3
export IMPL_cts_root_buf="clkbuf_16"
export IMPL_layout_drive_gt1_share_pct=38.6
export IMPL_postRouteAntennaNets=0
export IMPL_fmax_ghz=0.140
export IMPL_ys_sh_simple_pct=3.98
export IMPL_cts_tree="done"
export IMPL_gr_total_overflow=0
final timing paths:
path | start | end | slack [ns] | cells after the start
worst max register to register | config_sb[13] | out_1_1_id1[1] | 6.23 | 1
worst min-delay path | config_sb[63] | config_sb[63] | 0.51 | 1
worst max-delay path | config_addr[29] | read_data[1] | 1.14 | 7
max in group asynchronous | reset | config_sb[42] | 5.66 | 3
worst min register to register | config_sb[63] | config_sb[63] | 0.51 | 1
min in group asynchronous | reset | config_ungate[28] | 1.48 | 2
synthesized netlist by cell type (all sizes together), types with 29 or more instances:
| library cell | instances |
|---|---|
| nand2 | 33 |
| edfxtp | 320 |
| mux2i | 49 |
| dfstp | 40 |
| nor2 | 57 |
| mux4 | 322 |
| a21oi | 29 |
| a22oi | 63 |
| clkbuf | 139 |
| buf | 92 |
| nand3 | 43 |
| dfrtp | 56 |
| mux2 | 433 |
cell type report:
| type | instances | area (um^2) | share of cell area (%) |
|---|---|---|---|
| inverters | 8 | 32.5 | 0.0796 |
| clock buffers | 84 | 1700 | 4.15 |
| clock inverters | 26 | 259 | 0.634 |
| flip-flops and latches | 416 | 12100 | 29.5 |
| repair buffers | 815 | 7930 | 19.4 |
| multi-input cells | 1260 | 15700 | 38.3 |
| diodes | 30 | 75.1 | 0.184 |
| well taps | 2511 | 3140 | 7.69 |
power breakdown:
part | internal [W] | switching, W | total (W) | leakage, nW
combinational | 0.000914 | 0.000746 | 0.00166 | 7.90
sequential | 0.00245 | 0.000343 | 0.00279 | 4.32
clock | 0.00152 | 0.00111 | 0.00263 | 0.955
routing by layer:
| layer | vias up | share of wire, % | track usage, % |
|---|---|---|---|
| li1 | 9330 | - | - |
| met1 | 12500 | 31 | 20.3 |
| met2 | 1716 | 50 | 34.9 |
| met3 | 484 | 11 | 9.58 |
| met4 | 64 | 8.2 | 13.0 |
| met5 | - | 0.19 | 0.0230 |
worst max-delay path, stage by stage:
cell,delay [ns]
clkdlybuf4s50_1,0.52
or4_4,0.78
or3_1,0.52
o221ai_1,0.53
o21ai_0,0.41
nand4_1,0.47
clkdlybuf4s50_1,0.57
layout by cell type (no fill, tap or decap), drive strengths merged, types with 5 or more instances in the layout:
cell type and instances:
mux2i 49, o221ai 6, o22a 6, a22oi 63, dfrtp 56, mux2 433, nor2 57, dfstp 40
mux4 322, a22o 21, clkdlybuf4s50 726, clkbuf 84, a21oi 29, buf 89, or2 22, a32oi 12
nand3 43, o21ai 23, diode 30, and3 6, a31oi 9, o22ai 16, clkinv 16, nand4 7
a2111oi 5, a221oi 6, nor3 11, inv 14, edfxtp 320, and2 5, nand2 33, nor2b 9
o32ai 5
cell families (layout without fill, tap and decap cells):
logic type             Yosys count  in the layout
other                            0             30
and+or+nand+nor                217            217
muxes                          804            804
AOI/OAI and AO/OA              239            239
DFF                            416            416
buffers and inverters          239            933
through the flow:
| stage | setup slack [ns] | power, W | area [um^2] | util [%] |
|---|---|---|---|---|
| 6_report | 1.14 | 0.00708 | 40800 | 21.5 |
| 3_3_place_gp | 1.30 | 0.00450 | 38800 | 20.4 |
| 3_5_place_dp | 1.28 | 0.00449 | 38800 | 20.4 |
| 2_1_floorplan | 3.39 | 0.00320 | 28700 | - |
| 4_1_cts | 1.27 | 0.00715 | 40800 | 21.4 |
| 5_1_grt | 1.20 | 0.00729 | 40800 | 21.4 |
Power and IR drop assume default switching activity.
