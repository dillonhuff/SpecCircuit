**flow/config.mk**
```make
export PLATFORM = sky130hd
export DESIGN_NAME = analog_regfile
export DESIGN_NICKNAME = analog_regfile
export VERILOG_FILES = /design/flow/design.v
export SDC_FILE = /design/flow/constraint.sdc
export NUM_CORES = 4
export LEC_CHECK = 1
export CORE_UTILIZATION = 30
```
**flow/design.v**
```verilog
module analog_regfile (
addr,
data_in,
wr_en,
jm_out,
r0,
r1,
r2,
r3,
r4,
r5,
r6,
r7,
r8,
r9,
r10,
r11,
r12,
r13,
r14,
clk,
reset
);
input clk;
input reset;
input wr_en;
input [19:0] jm_out;
input [31:0] addr;
input [31:0] data_in;
output reg [31:0] r0;
output reg [31:0] r1;
output reg [31:0] r2;
output reg [31:0] r3;
output reg [31:0] r4;
output reg [31:0] r5;
output reg [31:0] r6;
output reg [31:0] r7;
output reg [31:0] r8;
output reg [31:0] r9;
output reg [31:0] r10;
output reg [31:0] r11;
output reg [31:0] r12;
output reg [31:0] r13;
output reg [31:0] r14;
always @ (posedge clk or posedge reset) begin
	if(reset==1) begin
		r0 <= 32'b0;
		r1 <= 32'b0;
		r2 <= 32'b0;
		r3 <= 32'b0;
		r4 <= 32'b0;
		r5 <= 32'b0;
		r6 <= 32'b0;
		r7 <= 32'b0;
		r8 <= 32'b0;
		r9 <= 32'b0;
		r10 <= 32'b0;
		r11 <= 32'b0;
		r12 <= 32'b0;
		r13 <= 32'b0;
		r14 <= 32'b0;
	end  
	else begin
	r14 <= {12'b0,jm_out};
		if(wr_en == 1) begin
			case(addr)
				32'd0: begin
					r0 <= data_in;
				end
				32'd1: begin
					r1 <= data_in;
				end
				32'd2: begin
					r2 <= data_in;
				end
				32'd3: begin
					r3 <= data_in;
				end
				32'd4: begin
					r4 <= data_in;
				end
				32'd5: begin
					r5 <= data_in;
				end
				32'd6: begin
					r6 <= data_in;
				end
				32'd7: begin
					r7 <= data_in;
				end
				32'd8: begin
					r8 <= data_in;
				end
				32'd9: begin
					r9 <= data_in;
				end
				32'd10: begin
					r10 <= data_in;
				end
				32'd11: begin
					r11 <= data_in;
				end
				32'd12: begin
					r12 <= data_in;
				end
				32'd13: begin
					r13 <= data_in;
				end
			endcase
		end
	end  
end  
endmodule
```
**flow/constraint.sdc**
```tcl
current_design analog_regfile

set clk_period 1.0
set clk_io_pct 0.2

create_clock -name clk0 -period $clk_period [get_ports {clk}]

set non_clock_inputs [all_inputs -no_clocks]
set_input_delay [expr $clk_period * $clk_io_pct] -clock clk0 $non_clock_inputs
set_output_delay [expr $clk_period * $clk_io_pct] -clock clk0 [all_outputs]
```
**flow/run.sh**
```bash
#!/bin/bash
# OpenROAD 26Q1-2900-gdf79404cd8, Yosys 0.63+post, stock flow scripts
make -C /OpenROAD-flow-scripts/flow DESIGN_CONFIG=/design/flow/config.mk WORK_HOME=/design/flow/orfs finish
```
==> Implementation_results.wiki <==
=== Physical design figures ===
{| class="wikitable"
! Metric !! Value
|-
| Outcome || finished with violations
|-
| Failing checks || setup timing
|-
| Total wire length after detailed routing || ~70 mm
|-
| TritonCTS clock tree || yes
|-
| Top cells by area || dfrtp_1 66%, mux2_2 22%, mux2_1 6.5%
|-
| Wire length of the first global-routing pass || between 90 and 100 mm
|-
| Most used cells in the layout excluding fill and tap cells || 468 x buf_4, 468 x dfrtp_1, 448 x mux2_4
|-
| Buffer type at the clock tree root || clkbuf_16
|-
| Critical R2R Capture || r1[8]$_DFFE_PP0P_
|-
| Share of Yosys cell area claimed by the top area cell type || between 60% and 70%
|-
| Launching element of the worst setup path || addr[13]
|-
| Horizontal extent of the die || 245 µm
|-
| Post-layout period usage || 173%
|-
| Setup-failing EPs final || 916
|-
| Total number of clock tree sinks || ~470
|-
| Initial antenna violation count || 3
|-
| Area of the multi-input gates || approximately 7300 µm²
|-
| RSZ-0062 raised after global routing || true
|-
| GRT Residual Overflow || 0
|-
| Synth Seq Share || between 60% and 70%
|-
| Via count || between 10,000 and 15,000
|-
| Total number of placement rows || between 80 and 90
|-
| Share of final-layout standard cells stronger than drive strength 1 || between 70 and 80%
|-
| Mapped Avg Cell Area || around 17 µm²
|-
| Most common flop cell mapped by yosys || dfrtp_1
|-
| Capturing instance or port of the critical path || r11[3]$_DFFE_PP0P_
|-
| Vias in the first global route || ~13,000
|-
| Req. time, crit path || approximately 1500 ps
|-
| First-pass iteration count of the detailed router || 4
|-
| Area inside the core boundary || roughly 58,000 µm²
|-
| Number of cells in the design after placement || around 2,600
|-
| Maximum vdd drop || about 1.2 mV
|-
| Number of CTS-inserted buffers || approximately 52
|-
| Synthesized netlist cell count || ~1,000
|-
| Fraction of registers with async set/reset || 100%
|-
| Vias per Instance || 4.40
|-
| Non-Filler Instances || approximately 3,000
|-
| Distinct cells, synth || 21
|-
| Vertical die dimension || approximately 250 µm
|-
| Flip-flop and latch count after synthesis || 468
|-
| Tool Warnings || 28
|-
| Number of violations reported at the end of detailed-routing iteration 0 || slightly above 500
|-
| Remaining design rule violation count || 0
|-
| Maximum number of pins on one net before global-route repair || 38
|-
| Post-Place Setup Slack || -1720 ps
|-
| Worst-path fanout max || 6
|-
| Area used by sequential logic in the layout || approximately 12,000 µm²
|-
| Floorplan core density || 30.5%
|-
| Area delta synth->final || 78.8%
|-
| Clk buf depth || 3
|-
| Worst-case register-to-register setup slack || -120 ps
|-
| Worst Path Arrival || roughly 2200 ps
|-
| Register clock-pin slew on the reported worst setup and hold paths || about 60 ps
|-
| Number of ports placed on the die boundary || roughly 570
|-
| Post-synthesis cell area || 17,700 µm²
|-
| Leakage || ~17 nW
|-
| All-Layer GR Usage || 23.5%
|-
| CTS HTree Levels || 2
|-
| Average detailed-routed wire length per instance || 23.4 µm
|-
| Number of violations of the max-capacitance limit || 0
|-
| Time the final worst path needs with I/O delays and setup || roughly 1700 ps
|-
| Setup slack of the critical path after layout || -726 ps
|-
| # port buffers || roughly 550
|-
| Worst r2r src || r1[8]$_DFFE_PP0P_
|-
| Worst Reg-to-Reg Cells || 4
|-
| Library cell with the largest summed area after synthesis || dfrtp_1
|-
| Residual antenna-violating net count after detailed routing || 0
|-
| Number of hold violations in the final report || 0
|-
| Global placement routability congestion || approximately 0.85
|-
| Number of cells in Yosys stat || approximately 1,000
|-
| Number of fill cells || around 4,600
|-
| Sum of net half-perimeters after detailed placement || between 40 and 50 mm
|-
| Worst Setup End Kind || flip-flop
|-
| Number of max-slew violations in the final report || 0
|-
| Floorplan die area || approximately 60,000 µm²
|-
| Util after Layout || between 50% and 60%
|-
| Yosys synthesis chip area || 17,700 µm²
|-
| Nature of the critical path startpoint || input pin
|-
| Highest Clock Rate || between 500 and 600 MHz
|-
| Largest clock skew in the final design || 0 ps
|-
| Setup_tns || -393,060 ps
|-
| Latest clock arrival within the worst-skew pair || 590 ps
|-
| Power density relative to cell area || between 1000 and 1500 nW/µm²
|-
| Worst hold path type || input pin to asynchronous set/reset pin
|-
| Critical setup path kind || input pin to flip-flop
|-
| Count of library flops with an enable pin || 0
|-
| YS warnings || 1
|}
## area by class of cell
type | count | area share [%]
sequential | 468 | 37.0
timing repair buffer | 1188 | 31.4
multi-input combinational | 492 | 23.1
clock buffer | 70 | 4.61
tap | 765 | 3.02
clock inverter | 21 | 0.881
inverter | 1 | 0.0237
antenna | 1 | 0.00790
## synth_stat cells, drive strengths merged (2+ instances only)
library cell	n
nor4	17
nor3	4
clkbuf	32
mux2	448
nand2b	2
nand3b	2
buf	55
nand3	2
dfrtp	468
nand4	2
## per-stage QoR
stage               hold slack, ps  instance area (µm²)  power [mW]
floorplan                      231                19600        19.9
CTS                           10.1                32000        40.9
global route                  15.9                31700        41.7
global placement               491                28400        21.2
detailed placement             491                28400        21.2
finish                        39.7                31700        40.4
## logic make-up (layout without fill, tap and decap cells)
logic type / Yosys count / in the layout / share of synthesized area, %
buf+inv: 88 / 1280 / 2.97
flops: 468 / 468 / 66.1
mux: 448 / 448 / 28.5
other cells: 1 / 13 / 0.0212
simple gates: 32 / 32 / 2.45
## what timing repair did
item,CTS,global route
gates cloned,38,10
gates resized,373,965
pin swaps,25,10
hold buffers,0,0
endpoints found under the setup margin,916,916
setup buffers,58,266
## layer usage
metal  track usage, %  up-vias  part of all wire [%]
met5                0        -                 0.019
met4             4.23        2                   2.1
met3             7.29       87                   8.2
met2             35.7      445                    47
met1             34.5     6741                    43
li1                 -     5952                     -
## state kept, by name (all words and copies together), names as in the netlist
| name | count |
|---|---|
| r13 | 32 |
| r9 | 32 |
| r2 | 32 |
| r3 | 32 |
| r0 | 32 |
| r1 | 32 |
| r14 | 20 |
| r4 | 32 |
| r6 | 32 |
| r5 | 32 |
| r7 | 32 |
| r11 | 32 |
| r12 | 32 |
| r10 | 32 |
| r8 | 32 |
## power by group
group | switching [mW] | internal, mW
clock | 7.83 | 11.8
combinational | 1.04 | 0.767
sequential | 0.00996 | 19.0
total | 8.88 | 31.5
## worst min-delay path by stage
| stage | cells past startpoint | slack (ps) | endpoint |
|---|---|---|---|
| 5_1_grt | 3 | 20 | r10[22]$_DFFE_PP0P_ |
| 4_1_cts | 3 | 10 | r3[22]$_DFFE_PP0P_ |
| 6_report | 3 | 40 | r3[22]$_DFFE_PP0P_ |
## worst max-delay path, cell delays in order
cell     delay [ps]
buf_6            90
nor4_4          300
nand4_4         170
buf_12          180
buf_8           120
nor4_4          290
buf_6           160
buf_12          110
buf_12          110
buf_16          150
mux2_4          300
No activity file was given, so power comes from the tool's default toggle rates.
